**design/flow/run.sh**
```bash
#!/bin/bash
# OpenROAD 26Q1-2900-gdf79404cd8, Yosys 0.63+post, stock flow scripts
make -C /OpenROAD-flow-scripts/flow DESIGN_CONFIG=/design/flow/config.mk WORK_HOME=/design/flow/orfs finish
```
**design/flow/config.mk**
```make
export PLATFORM = sky130hd
export DESIGN_NAME = pwm_1
export DESIGN_NICKNAME = pwm_1
export VERILOG_FILES = /design/flow/design.v
export SDC_FILE = /design/flow/constraint.sdc
export NUM_CORES = 4
export LEC_CHECK = 1
export CORE_AREA = 10 10 70 70
export DIE_AREA = 0 0 80 80
```
**design/flow/constraint.sdc**
```tcl
current_design pwm_1

set clk_period 2.7
set clk_io_pct 0.2

create_clock -name clk0 -period $clk_period [get_ports {clk}]

set non_clock_inputs [all_inputs -no_clocks]
set_input_delay [expr $clk_period * $clk_io_pct] -clock clk0 $non_clock_inputs
set_output_delay [expr $clk_period * $clk_io_pct] -clock clk0 [all_outputs]
```
**design/flow/design.v**
```verilog
module pwm_1 #(parameter CTR_LEN = 8) (
    input clk,
    input rst,
    input [CTR_LEN - 1 : 0] compare,
    output pwm
  );
  reg pwm_d, pwm_q;
  reg [CTR_LEN - 1: 0] ctr_d, ctr_q;
  assign pwm = pwm_q;
  always @(*) begin
    ctr_d = ctr_q + 1'b1;
    if (compare > ctr_q)
      pwm_d = 1'b1;
    else
      pwm_d = 1'b0;
  end
  always @(posedge clk) begin
    if (rst) begin
      ctr_q <= 1'b0;
    end else begin
      ctr_q <= ctr_d;
    end
    pwm_q <= pwm_d;
  end
endmodule
```
==> insert_results.sql <==
-- implementation run metrics
INSERT INTO impl_metrics (metric_group, metric, value, unit) VALUES
('status', 'status', 'completed', ''),
('drt', 'drt_wl_total', '1022', 'um'),
('yosys', 'synth_flops', '9', ''),
('grt', 'grt.total_usage', '3.422', '%'),
('timing', 'final-hold-violation-count', '0', ''),
('drt', 'drt_first_iter_violations', '25', ''),
('power_and_ir_drop', 'worst_ir_drop_vdd', '0.09850', 'mV'),
('timing', 'drv_slew', '0', ''),
('timing', 'slew_at_the_pin_with_the_worst_max_slew_slack', '287.1', 'ps'),
('grt', 'number_of_antenna_violations_at_the_first_check_in_global_routing', '0', ''),
('timing', 'relSlewSlack', '80.80', '%'),
('run', 'maxCapViolCount', '0', ''),
('timing', 'timing.final.crit_share', '61.64', '%'),
('yosys', 'ys_area', '539.3', 'um^2'),
('timing', 'grt_setup_unrepaired', 'false', ''),
('floorplanning', 'initial_utilization', '15.79', '%'),
('timing', 'max_clock_freq', '600.9', 'MHz'),
('place', 'detailedPlacementHpwl', '840.2', 'um'),
('yosys', 'ys_warn_count', '1', ''),
('clocking', 'cts-root-buf', 'sky130_fd_sc_hd__clkbuf_4', ''),
('clocking', 'clkTransAtPathRegs', '60', 'ps'),
('timing', 'totalNegativeSetupSlack', '0', 'ps'),
('yosys', 'post_synth_top_flop', 'sky130_fd_sc_hd__dfxtp_1', ''),
('yosys', 'synth_seq_share', '33.41', '%'),
('clocking', 'clk-insertion-delay-late', '260', 'ps'),
('place', 'place.gp.congestion', '0.7833', ''),
('drt', 'vias_per_cell', '3.585', ''),
('grt', 'top_usage_layer', 'met2', ''),
('setup_path', 'data_required_time_at_the_worst_endpoint', '2850', 'ps'),
('setup_path', 'worst-path-max-fanout', '2', ''),
('grt', 'grt_first_pass_wirelength', '1794', 'um'),
('yosys', 'ys_types', '21', ''),
('yosys', 'yosys-top-cells-area', 'sky130_fd_sc_hd__dfxtp_1 (33%), sky130_fd_sc_hd__ha_1 (21%), sky130_fd_sc_hd__xnor2_1 (9.7%)', ''),
('grt', 'overflow', '0', ''),
('grt', 'vias_in_the_first_global_route', '431', ''),
('worst_hold_path', 'worst_hold_path_type', 'flop to flop', ''),
('setup_path', 'start_kind', 'primary input', ''),
('clocking', 'cts_tree', 'done', ''),
('grt', 'gr_layer_usage_met1', '4.251', '%'),
('drt', 'drtAntennaViolNets', '0', ''),
('clocking', 'cts-buffers-inserted', '3', ''),
('setup_path', 'cp.arrival', '1810', 'ps'),
('grt', 'met2_usage', '5.217', '%'),
('cells_and_area', 'tally_of_non_filler_cells_in_the_final_layout', '118', ''),
('place', 'place.detailed.instances', '114', ''),
('floorplanning', 'core.rowCount', '21', ''),
('setup_path', 'endpoint_kind', 'flop', ''),
('yosys', 'postSynth.asyncResetShare', '0', '%'),
('yosys', 'top_cell_area_share', '33.41', '%'),
('yosys', 'synthTopCellsByCount', 'sky130_fd_sc_hd__dfxtp_1 (9), sky130_fd_sc_hd__ha_1 (9), sky130_fd_sc_hd__nor2_1 (8)', ''),
('yosys', 'synth.cell_area', '539.3', 'um^2'),
('clocking', 'clock_sink_count', '9', ''),
('drt', 'route.detailed.drc', '0', ''),
('setup_path', 'timing.reg2reg.setup_slack', '1300', 'ps'),
('power_and_ir_drop', 'leakagePower', '0.2842', 'nW'),
('clocking', 'cts-htree-levels', '1', ''),
('timing', 'timing.final.setup_violations', '0', ''),
('grt', 'grt_max_degree', '9', ''),
('timing', 'clock_skew', '1.343', 'ps'),
('clocking', 'post_cts.repair.setup_buffers', '0', ''),
('grt', 'use_met3', '1.591', '%'),
('yosys', 'avgSynthCellArea', '9.140', 'um^2'),
('yosys', 'yosys-stat-cells', '59', ''),
('place', 'buffer_ports.inserted', '10', ''),
('timing', 'timing.final.crit_period', '1664', 'ps'),
('yosys', 'yosys.area.top_type', 'sky130_fd_sc_hd__dfxtp_1', ''),
('floorplanning', 'die-area', '0.006400', 'mm^2'),
('floorplanning', 'fp.dieH', '80', 'um'),
('setup_path', 'critical_path_class', 'primary input to flop', ''),
('drt', 'num_antenna_cells', '0', ''),
('floorplanning', 'design.core.area', '0.003416', 'mm^2');
## sequential cells by signal (all words and copies together), names as in the netlist
register  count
pwm_q         1
ctr_q         8
## worst max-delay path, cell delays in order
cell and delay (ps):
sky130_fd_sc_hd__clkdlybuf4s50_1 420, sky130_fd_sc_hd__ha_1 310, sky130_fd_sc_hd__nor2b_1 130, sky130_fd_sc_hd__o21ai_1 120, sky130_fd_sc_hd__a21boi_1 70, sky130_fd_sc_hd__o31a_1 230
## worst paths after layout
check / start / end / cells after the start
setup / recovery: compare[1] / pwm_q / 6
hold / removal: ctr_q[0] / ctr_q[0] / 1
setup reg to reg: ctr_q[2] / pwm_q / 6
hold reg to reg: ctr_q[0] / ctr_q[0] / 1
## cells by family (layout without fill, tap and decap cells)
| logic type | after synthesis | in the layout | synth area share, % |
|---|---|---|---|
| xor gates and xnor gates | 6 | 6 | 9.745 |
| adders and majority gates | 9 | 9 | 20.88 |
| and+or+nand+nor | 20 | 20 | 22.04 |
| AOI/OAI and AO/OA | 6 | 6 | 7.191 |
| DFF | 9 | 9 | 33.41 |
| buffers and inverters | 9 | 22 | 6.730 |
## layout make-up
cell class                      instances  area, um^2
Fill cell                             379        2696
Timing Repair Buffer                   10       100.1
Inverter                                8       32.53
Sequential cell                         9       180.2
Tap cell                               46       57.56
Multi-Input combinational cell         41       322.8
Clock buffer                            4       26.28
## per-layer routing
metal	part of all wire, %	wire length (um)
met4	1.2	12
met3	6.3	64
met5	0	0
met1	47	482
met2	45	461
## placed cells by master, fill, tap and decap left out, types with 2 or more instances in the layout
cell                              instances
sky130_fd_sc_hd__and3_1                   2
sky130_fd_sc_hd__clkbuf_4                 3
sky130_fd_sc_hd__clkdlybuf4s50_1         10
sky130_fd_sc_hd__dfxtp_1                  9
sky130_fd_sc_hd__ha_1                     9
sky130_fd_sc_hd__inv_1                    7
sky130_fd_sc_hd__nand3_1                  3
sky130_fd_sc_hd__nor2_1                   8
sky130_fd_sc_hd__nor2b_1                  2
sky130_fd_sc_hd__xnor2_1                  6
## where the power goes
part	internal [W]	total [W]	switching (W)
combinational	0.0000266	0.0000416	0.0000151
sequential	0.000138	0.000143	0.00000556
clock	0.0000569	0.000103	0.0000463
total	0.000221	0.000288	0.0000669
## metrics by stage
stage	cell area [um^2]	power, W	util [%]	setup WS, ps
after global routing	719.4	0.0003094	21.06	963.6
after floorplan	539.3	0.0001666	-	1238
after global placement	693.2	0.0001878	20.29	765.4
after detailed placement	693.2	0.0001886	20.29	758.3
after CTS	719.4	0.0002927	21.06	1032
final	719.4	0.0002883	21.06	1036
Power and IR drop assume default switching activity.
