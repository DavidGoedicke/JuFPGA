**run.sh**
```bash
#!/bin/bash
# OpenROAD 26Q1-2900-gdf79404cd8, Yosys 0.63+post, stock flow scripts
make -C /OpenROAD-flow-scripts/flow DESIGN_CONFIG=/design/flow/config.mk WORK_HOME=/design/flow/orfs finish
```
**config.mk**
```make
export PLATFORM = sky130hd
export DESIGN_NAME = pwm
export DESIGN_NICKNAME = pwm
export VERILOG_FILES = /design/flow/design.v
export SDC_FILE = /design/flow/constraint.sdc
export NUM_CORES = 4
export LEC_CHECK = 1
export CORE_AREA = 10 10 70 70
export DIE_AREA = 0 0 80 80
```
**design.v**
```verilog
module pwm #(parameter CTR_LEN = 8) (
    input clk,
    input rst,
    input [CTR_LEN - 1 : 0] compare,
    output pwm
  );
  reg pwm_d, pwm_q;
  reg [CTR_LEN - 1: 0] ctr_d, ctr_q;
  assign pwm = pwm_q;
  always @(*) begin
    ctr_d = ctr_q + 1'b1;
    if (compare > ctr_q)
      pwm_d = 1'b1;
    else
      pwm_d = 1'b0;
  end
  always @(posedge clk) begin
    if (rst) begin
      ctr_q <= 1'b0;
    end else begin
      ctr_q <= ctr_d;
    end
    pwm_q <= pwm_d;
  end
endmodule
```
**constraint.sdc**
```tcl
current_design pwm

set clk_period 1.6
set clk_io_pct 0.2

create_clock -name clk0 -period $clk_period [get_ports {clk}]

set non_clock_inputs [all_inputs -no_clocks]
set_input_delay [expr $clk_period * $clk_io_pct] -clock clk0 $non_clock_inputs
set_output_delay [expr $clk_period * $clk_io_pct] -clock clk0 [all_outputs]
```
==> notes.md <==
Physical implementation status

Per the OpenROAD floorplan log, the width of the die is 80 um. After floorplanning, the die was sized to cover 0.00640 mm2. The achievable frequency stands at 691 MHz. In the post-route report, total wirelength is listed as 1040 um. The synthesized-area fraction occupied by adder cells stands at 20.9%. Port buffering added 10 buffers.

The number of fill cells in the layout stands at 377. The final instance area stands at 734 um2. According to the floorplan report, the placeable core area is 0.00342 mm2.

Per the run report, area growth between synthesis and finish was 36.2%. The count of cells resized by post-cts repair stands at 0. Entering global routing, the biggest net connects 9 pins.

The number of standard cells reported by yosys stands at 59. The total of endpoints with negative setup slack in the final report stands at 0. Max fanout on the critical path was recorded as 2. By startpoint and endpoint, the worst setup path is classified as input port to register.

The clock period could shrink to 1.45 ns. In this run the cell area of the synthesized design comes to 539 um2. The most common logic cell in the final layout is sky130_fd_sc_hd__clkdlybuf4s50_1. The violation tally recorded at the end of detailed-routing iteration 0 is 37. The DRC violation count after routing stands at 0. On the critical path the data arrives at 1.60 ns. The number of buffers inserted for hold repair after clock tree synthesis stands at 0. The relative slew slack stands at 80.9%. The synthesis run shows multiplexers occupying 0% of the cell area. Total power for the finished layout comes to 0.483 mW. Per the CTS log, the maximum H-tree level is 1.

Per the placement report, the placed cell count is 116. In this run the VDD rail shows a maximum IR drop of 0.000223 V. The routed length per placed instance stands at 8.70 um. The final estimated routing congestion in global placement stands at 0.778. The number of clock sinks seen by CTS stands at 9. In the Yosys stats the netlist draws on 21 distinct library cells. The number of buffers created by CTS stands at 3. Synthesis inferred 9 register bits. The ratio of cells with drive above 1 in the final layout stands at 9.46%.

Ranking logic cells in the layout by count gives the top entries sky130_fd_sc_hd__clkdlybuf4s50_1 (10), sky130_fd_sc_hd__ha_1 (9), sky130_fd_sc_hd__dfxtp_1 (9). The pre-placement core utilization stands at 15.8%. Hold timing on the final database bottoms out at a slack of 0.503 ns. After clock tree synthesis, the clock-pin slew on the worst setup and hold paths is 0.06 ns. The clock latency at the later pin of the worst-skew pair stands at 0.26 ns. Recorded from the global router log, the overflow total was 0.

TritonCTS built the clock tree. The cell-mix breakdown from Yosys lists the simple-gate area share as 22.0%. The area share of xor/xnor cells in the synthesized design stands at 9.74%. The power density over cell area stands at 658 mW/mm2. Once layout is complete, the cells apart from fillers number 120. The number of global-route vias before repair was 399.

Setup repair after global routing left no endpoint under its margin. The proportion of synthesized chip area in sequential cells stands at 33.4%. After legalization and detailed placement, the total HPWL measured 867 um. The stage-log warning count stands at 25. By area, the combinational part of the netlist is dominated by simple AND/OR/NAND/NOR gates. The area fraction in compound gates stands at 7.19%.

The final max-slew violation count recorded for this run is 0. The cell area after placement stands at 708 um2. The routed layout has 425 vias. STA classifies the critical path startpoint as an input port.

STA classifies the critical path endpoint as a register. The critical path data required time stands at 1.75 ns. The post-synthesis average cell area stands at 9.14 um2. The flow ran to the end, and the final reports show no timing, DRC or antenna violations.

The slew at the pin with the worst max-slew slack stands at 0.285 ns. The final hold violation count recorded for this run is 0. Adding up every negative setup slack in the final design gives 0 ns. The final cycle utilization of the critical path stands at 90.5%. The leakage power in the latest report is 0.295 nW. The clock tree skew after final layout stands at 0.00706 ns.

The tally of yosys warning messages stands at 1. Per the OpenROAD floorplan log, the height of the die is 80 um. The met1 usage in global routing stands at 3.70%.

The boundary pin count stands at 11. The number of detailed-routing iterations run before antenna repair stands at 3. The placement row count stands at 21. The clock tree buffer depth stands at 2. After technology mapping, the gate count stands at 59.

Total global-route track usage over all layers is 3.19%. The cell sitting at the root of the clock tree is a sky130_fd_sc_hd__clkbuf_4. The first-pass GRT wire length stands at 1660 um. The number of antenna violations at the first check in global routing stands at 0.

The tally of nets with antenna violations remaining after routing stands at 0. The yosys stat chip area stands at 539 um2. The diode insertion count for antenna repair stands at 0.

The path class of the tightest hold or removal check is register to register. The global-route met3 utilization stands at 2.16%. Global routing used 4.82% of the available met2 tracks. The number of maximum-capacitance constraint violations stands at 0. The number of buffers inserted by post-CTS setup repair stands at 0. The mean number of vias per cell stands at 3.54. The global routing stage identified its most utilized layer as met2.
logic make-up after synthesis:
logic type,after synthesis
adders and majority gates,9
xor gates and xnor gates,6
DFF,9
AOI/OAI and AO/OA,6
and+or+nand+nor,20
buffers and inverters,9
registers in the layout, indices dropped and copies added, names as in the netlist:
| signal | flops |
|---|---|
| ctr_q | 8 |
| pwm_q | 1 |
layer usage:
layer / share of wire, % / vias up
met3: 8.9 / 2
met4: 1.1 / 0
li1: - / 226
met2: 44 / 7
met1: 45 / 190
met5: 0 / -
Yosys cell counts:
| cell type | n | area, um2 |
|---|---|---|
| sky130_fd_sc_hd__nand3_1 | 3 | 15.0 |
| sky130_fd_sc_hd__inv_1 | 7 | 26.3 |
| sky130_fd_sc_hd__o21ai_1 | 1 | 5.00 |
| sky130_fd_sc_hd__dfxtp_1 | 9 | 180 |
| sky130_fd_sc_hd__a21oi_1 | 1 | 5.00 |
| sky130_fd_sc_hd__nand4_1 | 1 | 6.26 |
| sky130_fd_sc_hd__xnor2_1 | 6 | 52.6 |
| sky130_fd_sc_hd__ha_1 | 9 | 113 |
| sky130_fd_sc_hd__a211oi_1 | 1 | 7.51 |
| sky130_fd_sc_hd__nor2b_1 | 2 | 12.5 |
| sky130_fd_sc_hd__inv_4 | 1 | 6.26 |
| sky130_fd_sc_hd__and3_1 | 2 | 12.5 |
| sky130_fd_sc_hd__nand2_1 | 1 | 3.75 |
| sky130_fd_sc_hd__nor4b_4 | 1 | 23.8 |
| sky130_fd_sc_hd__clkbuf_1 | 1 | 3.75 |
| sky130_fd_sc_hd__and4_1 | 1 | 8.76 |
| sky130_fd_sc_hd__nor2_1 | 8 | 30.0 |
| sky130_fd_sc_hd__o31a_1 | 1 | 8.76 |
| sky130_fd_sc_hd__o21ai_0 | 1 | 5.00 |
| sky130_fd_sc_hd__a21boi_1 | 1 | 7.51 |
| sky130_fd_sc_hd__and2_1 | 1 | 6.26 |
final timing paths:
check	end	from	slack [ns]	cells after the start
min	ctr_q[0]$_SDFF_PP0_	ctr_q[0]$_SDFF_PP0_	0.50	1
max	pwm_q$_DFF_P_	compare[7]	0.15	5
min reg2reg	ctr_q[0]$_SDFF_PP0_	ctr_q[0]$_SDFF_PP0_	0.50	1
max reg2reg	pwm_q$_DFF_P_	ctr_q[4]$_SDFF_PP0_	0.20	5
where the power goes:
part	total, mW	switching, mW	leakage, nW	internal (mW)
logic	0.0750	0.0275	0.207	0.0475
registers	0.240	0.00730	0.0735	0.233
clock network	0.168	0.0726	0.0150	0.0957
total	0.483	0.107	0.295	0.376
worst max-delay path: stages:
cell,delay [ns]
sky130_fd_sc_hd__clkdlybuf4s50_1,0.40
sky130_fd_sc_hd__ha_1,0.30
sky130_fd_sc_hd__and4_1,0.21
sky130_fd_sc_hd__a21boi_1,0.13
sky130_fd_sc_hd__o31a_1,0.23
layout make-up:
| cell class | count | area (um2) | share of cell area, % |
|---|---|---|---|
| flip-flops and latches | 9 | 180 | 24.5 |
| repair buffers | 12 | 115 | 15.7 |
| inverters | 8 | 32.5 | 4.43 |
| clock buffers | 4 | 26.3 | 3.58 |
| well taps | 46 | 57.6 | 7.84 |
| multi-input cells | 41 | 323 | 44.0 |
stage by stage:
step	utilization (%)	setup WS, ns
2_1_floorplan	-	0.299
3_3_place_gp	20.7	-0.107
3_5_place_dp	20.7	-0.120
4_1_cts	21.5	0.158
5_1_grt	21.5	0.0805
6_report	21.5	0.153
Power figures rest on the tool's default switching activity, not on a simulated workload.
